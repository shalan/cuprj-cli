[design/flow/run.sh]
#!/bin/bash
# OpenROAD 26Q1-2900-gdf79404cd8, Yosys 0.63+post, stock flow scripts
make -C /OpenROAD-flow-scripts/flow DESIGN_CONFIG=/design/flow/config.mk WORK_HOME=/design/flow/orfs finish
[design/flow/constraint.sdc]
current_design wb_pic_8

set clk_period 9.8
set clk_io_pct 0.2

create_clock -name clk0 -period $clk_period [get_ports {clk}]

set non_clock_inputs [all_inputs -no_clocks]
set_input_delay [expr $clk_period * $clk_io_pct] -clock clk0 $non_clock_inputs
set_output_delay [expr $clk_period * $clk_io_pct] -clock clk0 [all_outputs]
[design/flow/config.mk]
export PLATFORM = sky130hd
export DESIGN_NAME = wb_pic_8
export DESIGN_NICKNAME = wb_pic_8
export VERILOG_FILES = /design/flow/design.v
export SDC_FILE = /design/flow/constraint.sdc
export NUM_CORES = 4
export LEC_CHECK = 1
export CORE_UTILIZATION = 40
[design/flow/design.v]
module wb_pic_8 (
    input         clk,
    input         rst,
    input  [7:0]  wb_addr,      
    input  [31:0] wb_wdata,     
    input         wb_we,        
    input         wb_stb,       
    output reg [31:0] wb_rdata,  
    output reg    wb_ack,       
    input  [7:0]  int_in,
    output        irq
);
  reg [7:0] pending_reg;
  reg [7:0] enable_reg;
  reg [31:0] priority_reg;
  reg global_en;
  reg [2:0] highest_irq;
  always @(posedge clk or posedge rst) begin
    if (rst) begin
      pending_reg   <= 8'b0;
      enable_reg    <= 8'b0;
      priority_reg  <= {4'd7, 4'd6, 4'd5, 4'd4, 4'd3, 4'd2, 4'd1, 4'd0};
      global_en     <= 1'b1;   
      wb_ack        <= 1'b0;
    end else begin
      pending_reg <= pending_reg | int_in;
      if (wb_stb) begin
        wb_ack <= 1'b1;
        case (wb_addr)
          8'h00: begin
            wb_rdata <= {24'b0, pending_reg};
          end
          8'h04: begin
            if (wb_we)
              enable_reg <= wb_wdata[7:0];
            wb_rdata <= {24'b0, enable_reg};
          end
          8'h08: begin
            if (wb_we)
              priority_reg <= wb_wdata;
            wb_rdata <= priority_reg;
          end
          8'h0C: begin
            if (wb_we)
              global_en <= wb_wdata[0];
            wb_rdata <= {31'b0, global_en};
          end
          8'h10: begin
            if (wb_we)
              pending_reg <= pending_reg & ~(wb_wdata[7:0]);
            wb_rdata <= 32'b0;
          end
          8'h14: begin
            wb_rdata <= {29'b0, highest_irq};
          end
          default: wb_rdata <= 32'b0;
        endcase
      end else begin
        wb_ack <= 1'b0;
      end
    end
  end
  reg [2:0] selected_id;
  reg [3:0] min_priority;
  integer i;
  always @(*) begin
    selected_id = 3'd0;
    min_priority = 4'hF;  
    for (i = 0; i < 8; i = i + 1) begin
      if (global_en && (pending_reg[i] & enable_reg[i])) begin
        if ( priority_reg[4*i+3 -: 4] < min_priority ) begin
          min_priority = priority_reg[4*i+3 -: 4];
          selected_id = i[2:0];
        end
      end
    end
  end
  always @(posedge clk or posedge rst) begin
    if (rst)
      highest_irq <= 3'd0;
    else
      highest_irq <= selected_id;
  end
  assign irq = global_en && ((pending_reg & enable_reg) != 8'b0);
endmodule
==> reports/qor.csv <==
metric,value,unit
outcome,"finished, final reports clean",
io_pins,86,
grt_usage,18.7,%
cts.htree.levels,3,
max_slew.worst_pin.slew,734,ps
report.final.setup_viol,0,
cp_max_fo,7,
cts-buffers-inserted,9,
synthesis.area,4730,um^2
clock_tree_from_tritoncts,done,
drtIter0Drc,133,
clkLatencyLatePin,330,ps
vdd_drop_max,0.0844,mV
finalCriticalPeriod,9330,ps
critical_path.max_stage_delay,530,ps
gp_congestion,0.887,
flip_flops_with_a_built_in_enable,32,
synthesis.instances,407,
finalWirelength,10700,um
setup_ws,470,ps
cts_hold_buffers,0,
grt-ovfl-total,0,
critical_path.slowest_cell,dfstp_2,
totalPowerFinal,0.797,mW
synth-area-yosys,4730,um^2
finalClockSkew,7.06,ps
cts.reportedPaths.clkPinSlew,60,ps
remaining_drc_errors,0,
yosysUniqueCellTypes,71,
p_leak,2.64,nW
top_cell,mux2_2,
warnings,31,
worstSetupPathType,register to register,
place_worst_setup_slack,54.4,ps
cells_yosys,407,
worst-path-buf-inv,4,
clock_path_buffers,2,
post_synth_top_area_cell,dfrtp_1,
grt_first_pass_wirelength,17500,um
top_cells_by_count,"46 x mux2_2, 40 x dfrtp_1, 32 x edfxtp_1",
finalHoldViolCount,0,
fmax,107,MHz
synth_largest_type_area_fraction,21.1,%
worst_ep_required_time,10040,ps
dr_total_vias,3477,
fp_util,41.3,%
die-height,111,um
antenna_found_initial,0,
detail_route.wl_per_cell,16.4,um
filler_cell_count,967,
layout-drive-gt1-share,24.8,%
synthArstFlopShare,62.4,%
synth-seq-area-share,48.7,%
drt_first_pass_iters,4,
cap_violations,0,
nature_of_the_critical_path_endpoint,register,
buffer_ports.inserted,85,
startpoint_type,register,
maxSlewViolCount,0,
first_global_vias,3422,
synth.yosys.warnings,1,
crit_top_cell,ha_1,
ys_seq_elements,85,
hold_ws,528,ps
fp-row-count,39,
ant_nets,0,
layout-area-overhead-vs-synth,31.0,%
dp_hpwl,7900,um
post_synth.cell_area_avg,11.6,um^2
root_buffer,clkbuf_16,
chip_area,12300,um^2
fin_area,6200,um^2
cp_data_arrival_time,9570,ps
max_slew_margin,50.9,%
grt_start_max_net_pins,33,
min_period_over_period,95.2,%
post_route_utilization,54.1,%
hp-class,register to register,
dpl-instance-area,5790,um^2
power-per-cell-area,128,nW/um^2
dominantRegCellSynth,dfrtp_1,
insertedDiodeCount,0,
post_drt_via_cell_ratio,5.33,
cts_num_sinks,85,
netlist_top_cells_area,"dfrtp_1 21%, edfxtp_1 20%, mux2_2 11%",
critPathTopFamily,AND-OR/OR-AND gates,
die_extent_in_x,111,um
coreArea,11500,um^2
-- cell usage in the layout (no fill, tap or decap), drive strengths merged, types with 3 or more instances in the layout --
cell type       n
and2           26
a21oi          29
clkbuf         11
buf            12
nor3            4
nand2          11
dfstp          13
o32ai           4
edfxtp         32
nand3          11
nor2b           7
inv            27
clkdlybuf4s50  85
nand2b          3
mux2           48
mux2i          15
nor2           23
a211oi          4
and2b           3
dfrtp          40
or3             6
nor3b           3
ha             22
o21ai           6
a31oi           8
o31ai           3
o211ai          5
-- through the flow --
stage / cells / setup TNS [ps]
final: 652 / 0
after global routing: 652 / -30.0
after CTS: 649 / 0
after detailed placement: 633 / 0
after global placement: 633 / 0
after floorplan: 407 / 0
-- kinds of logic after synthesis --
kind of cell	share of synthesized area, %
AND-OR/OR-AND	13.3
flip-flops	48.7
AND/OR/NAND/NOR	13.9
buffers and inverters	3.17
multiplexers	15.0
adder cells (fa/ha/maj)	6.03
-- path summary, 6_finish.rpt --
check	from	to	slack, ps	cells after the start
max in group asynchronous	rst	global_en	6900	3
min in group asynchronous	rst	wb_ack	2060	2
setup reg to reg	global_en	highest_irq[2]	470	41
hold / removal	enable_reg[7]	enable_reg[7]	530	1
hold reg to reg	enable_reg[7]	enable_reg[7]	530	1
setup / recovery	global_en	highest_irq[2]	470	41
-- area by class of cell --
cell class	count	area, um^2	share of cell area (%)
Clock buffer	11	233	3.75
Clock inverter	5	76.3	1.23
Inverter	27	101	1.63
Multi-Input combinational cell	284	2370	38.2
Sequential cell	85	2300	37.1
Tap cell	143	179	2.88
Timing Repair Buffer	97	941	15.2
-- worst reg2reg max path, delay by kind of cell, from the launching register on --
family	cells	cell delay, ps
AOI/OAI and AO/OA	16	3470
and+or+nand+nor	8	1470
adders and majority gates	7	1710
DFF	1	530
buffers and inverters	4	220
muxes	6	1840
-- per-layer routing --
metal  vias up  share of wire [%]  global-route usage (%)
met5         -                  0                       0
met4         0                1.8                    3.64
met3        13                5.3                    3.96
met2        87                 44                    26.6
met1      1676                 49                    31.2
li1       1701                  -                       -
-- power by group --
group | internal [mW] | switching (mW) | total [mW] | leakage (nW)
combinational | 0.0351 | 0.0226 | 0.0577 | 1.54
clock | 0.222 | 0.131 | 0.353 | 0.147
sequential | 0.379 | 0.00683 | 0.386 | 0.955
-- timing repair --
action,in CTS,in global routing
resized,1,16
setup buffers,0,3
endpoints found under the setup margin,1,3
pin swaps,0,4
Power is estimated from default activity; no workload was simulated.
